File: /design/flow/design.v
module JAM (
    input CLK,
    input RST,
    output reg [2:0] W,
    output reg [2:0] J,
    input [6:0] Cost,
    output reg [3:0] MatchCount,
    output reg [9:0] MinCost,
    output Valid
);
    reg [2:0] n [0:7]; 
    reg [3:0] add_counter;
    reg [9:0] sum;
    reg [2:0] change_point;
    reg [2:0] bigger_point;
    reg [3:0] temp;
    reg bigger_found;  
    parameter [2:0] IDLE = 4'd1 , DELAY = 4'd2 , ADDER = 4'd3 , CHANGE_POINT = 4'd4 , FIND_BIG = 4'd5 , SORT = 4'd6 , DONE = 4'd7;
    reg [2:0] state , next_state;
    reg sort_counter ;
    always @(posedge CLK ) begin
        if(state == ADDER ) begin
            sort_counter <= 2'd0;
        end
        else if(state == IDLE) begin
            n[0] <= 3'd0;
            n[1] <= 3'd1;
            n[2] <= 3'd2;
            n[3] <= 3'd3;
            n[4] <= 3'd4;
            n[5] <= 3'd5;
            n[6] <= 3'd6;
            n[7] <= 3'd7;
            sort_counter <= 0;
        end
        else if(state == SORT) begin
            if(sort_counter == 0) begin
                n[bigger_point] <= n[change_point];
                n[change_point] <= n[bigger_point];
                sort_counter <= sort_counter + 1;
            end
            else if (sort_counter == 1) begin
                case (change_point)
                    3'd5 : begin
                        n[6] <= n[7];
                        n[7] <= n[6];
                    end
                    3'd4 : begin
                        n[5] <= n[7];
                        n[7] <= n[5];
                    end
                    3'd3 : begin
                        n[4] <= n[7];
                        n[7] <= n[4];
                        n[5] <= n[6];
                        n[6] <= n[5];
                    end
                    3'd2 : begin
                        n[3] <= n[7];
                        n[7] <= n[3];
                        n[4] <= n[6];
                        n[6] <= n[4];
                    end
                    3'd1 : begin
                        n[2] <= n[7];
                        n[7] <= n[2];
                        n[3] <= n[6];
                        n[6] <= n[3];
                        n[4] <= n[5];
                        n[5] <= n[4];
                    end
                    3'd0 : begin
                        n[1] <= n[7];
                        n[7] <= n[1];
                        n[2] <= n[6];
                        n[6] <= n[2];
                        n[3] <= n[5];
                        n[5] <= n[3];
                    end
                endcase
                sort_counter <= 1;
            end
        end
    end
    always @(posedge CLK ) begin
        if(state == IDLE) change_point <= 3'd0;
        else if(next_state == CHANGE_POINT) begin
            if(n[7] > n[6]) change_point <= 3'd6;
            else if(n[6] > n[5]) change_point <= 3'd5;
            else if(n[5] > n[4]) change_point <= 3'd4;
            else if(n[4] > n[3]) change_point <= 3'd3;
            else if(n[3] > n[2]) change_point <= 3'd2;
            else if(n[2] > n[1]) change_point <= 3'd1;
            else if(n[1] > n[0]) change_point <= 3'd0;
            else change_point <= 3'd7;
        end
    end
    always @(posedge CLK ) begin
        if(state == IDLE || state == ADDER) begin
            bigger_point <= 3'd0;
            bigger_found <= 0;
        end
        else if (state == CHANGE_POINT) begin
            bigger_point <= change_point + 1;  
            temp <= change_point + 2;
        end
        else if(state == FIND_BIG) begin
            if(change_point == 3'd6) begin
                bigger_point <= 3'd7;
                bigger_found <= 1;
            end
            else if (change_point == 3'd5) begin
                if ( n[7]<n[6] && n[7]>n[5] ) begin
                    bigger_point <= 3'd7;
                    bigger_found <= 1;
                end
                else begin
                    bigger_point <= 3'd6;
                    bigger_found <= 1;
                end
            end
            else begin
                if (temp <= 7) begin
                    if (n[temp] > n[change_point] && n[temp] < n[bigger_point]) begin
                        bigger_point <= temp;
                    end
                    temp = temp + 1;
                end
                else bigger_found <= 1;
            end
        end
    end
    always @(posedge CLK) begin
        if(state == IDLE ) add_counter <= 3'd0;
        else if(state == ADDER) begin
            add_counter <= add_counter + 1'd1;
        end
        else if(state == CHANGE_POINT) add_counter <= 3'd0;
        else;
    end
    always @(add_counter) begin
        W = add_counter;
        J = n[add_counter];
    end
    always @(posedge CLK) begin
        if(state == IDLE) sum <= 10'd0;
        else if(state == SORT) sum <= 10'd0;
        else if(state == ADDER && add_counter < 4'd8) sum = sum + Cost;
        else;
    end
    always @(posedge CLK) begin
        if(state == IDLE) MatchCount <= 4'd1;
        else if(state == ADDER && add_counter == 4'd8) begin
            if(sum < MinCost) MatchCount <= 4'd1;
            else if(sum == MinCost) MatchCount <= MatchCount + 1'd1;
        end
        else ;
    end
    always @(posedge CLK) begin
        if(state == IDLE) MinCost <= 10'd1023;
        else if(state == ADDER && add_counter == 4'd8) begin
            if(MinCost > sum) MinCost <= sum;
            else;
        end
    end
    always @(posedge CLK) begin
        if(RST) state <= IDLE;
        else state <= next_state;
    end
    always @(*) begin
        case (state)
            IDLE : next_state = DELAY;
            DELAY : next_state = ADDER;
            ADDER : next_state = (add_counter == 4'd8) ? CHANGE_POINT : ADDER ;
            CHANGE_POINT : next_state = (change_point == 3'd7) ?  DONE : FIND_BIG ;
            FIND_BIG : next_state =  bigger_found ? SORT : FIND_BIG;
            SORT : next_state = (sort_counter == 2'd1) ? ADDER : SORT;
            default: ;
        endcase
    end
    assign Valid = (state == DONE); 
endmodule
File: /design/flow/run.sh
#!/bin/bash
# OpenROAD 26Q1-2900-gdf79404cd8, Yosys 0.63+post, stock flow scripts
make -C /OpenROAD-flow-scripts/flow DESIGN_CONFIG=/design/flow/config.mk WORK_HOME=/design/flow/orfs finish
File: /design/flow/config.mk
export PLATFORM = sky130hd
export DESIGN_NAME = JAM
export DESIGN_NICKNAME = JAM
export VERILOG_FILES = /design/flow/design.v
export SDC_FILE = /design/flow/constraint.sdc
export NUM_CORES = 4
export LEC_CHECK = 1
export CORE_UTILIZATION = 50
File: /design/flow/constraint.sdc
current_design JAM

set clk_period 5.9
set clk_io_pct 0.2

create_clock -name clk0 -period $clk_period [get_ports {CLK}]

set non_clock_inputs [all_inputs -no_clocks]
set_input_delay [expr $clk_period * $clk_io_pct] -clock clk0 $non_clock_inputs
set_output_delay [expr $clk_period * $clk_io_pct] -clock clk0 [all_outputs]
==> reports/summary.txt <==
Status -> complete, no violations
Most instantiated logic cell after routing -> nand2_1
R2R Setup Slk -> 2.49 ns
Max transition margin -> 33.7%
Chip width -> 114 um
Share of layout cells above drive strength 1 -> 8.16%
# Cells Yosys -> 700
Hold WS -> 0.495 ns
MaxCap Viol Count -> 0
Worst VDD drop -> 0.000135 V
Startpoint types -> register
Post-synth EDFFs -> 28
Max Fclk -> 293 MHz
RD Place Congestion -> 1.03
GRT Total Usage -> 31.6%
Fin. Hold Viols -> 0
Critical Path Max Stage Delay -> 0.58 ns
Worst path cell trace -> mux4_1 > o21ai_1 > inv_1 > ha_1 > a211o_1 > a31oi_1 > o21ai_0 > a31oi_2 > o21ai_4 > mux2i_1
Vias in the first global route -> 5527
RSZ-0062 raised after global routing -> no
Detailed Place HPWL -> 14000 um
Total CTS buffers -> 9
Core area -> 12200 um2
Worst Tran Pin Value -> 0.987 ns
Mux share -> 12.5%
Cells after Synth -> 700
AO/OA Area Share -> 19.8%
Slew Viols, Final -> 0
Final worst path period need -> 3.41 ns
Yosys adder share -> 12.2%
Area leader share -> 16.2%
Endpoints left unconstrained -> 3
PortBufs -> 29
Register pins left without a clock -> 3
Simple-Gate Area Share -> 18.1%
Crit end category -> register
Fp_density -> 51.8%
Synth Flop Type -> dfxtp_1
Final Power -> 0.00145 W
Number of gates resized after cts -> 0
Final setup fails -> 0
Worst Path Max Fanout -> 6
Leak -> 2.83 nW
Power Dens Cells -> 207 nW/um2
Longest Clk Path Bufs -> 2
Post-synth top area cell -> dfxtp_1
Post-synth cell types -> 77
Post-synthesis cell area -> 6300 um2
Die height -> 114 um
Top logic family -> AND-OR/OR-AND gates
Final WL -> 19100 um
Routed wire per std cell -> 21.4 um
Setup Buffers After CTS -> 0
Worst Skew -> 0.00685 ns
Root Buffer -> clkbuf_16
Layout overhead on the synthesized area -> 11.0%
Post-placement setup slack -> 2.62 ns
DRT Pass-1 Iters -> 6
CP Buf/Inv Count -> 1
Initial antenna violation count -> 0
Crit path setup slack, layout -> 2.49 ns
Via count -> 5742
Top cells excl fill/tap -> 64 x nand2_1, 60 x inv_1, 60 x ha_1
Fin crit share -> 57.8%
Setup_tns -> 0 ns
DR iter-0 viols -> 514
Async S/R FF share, synth -> 0%
Antenna-violating nets left -> 0
Row count -> 40
Slowest cell on crit path -> mux4_1
Die area -> 13000 um2
Worst Reg2Reg Path Length in Cells -> 10
Number of I/O pins -> 30
Top cells by area -> dfxtp_1 16%, edfxtp_1 13%, ha_1 12%, mux4_2 7.2%, o21ai_0 4.5%
Vias per cell -> 6.44
H-tree Lvls -> 3
Crit-path leading delay family -> AND-OR/OR-AND gates
Setup CP Type -> register to register
Drc violations -> 0
First-pass GRT wire length -> 29900 um
Yosys Warn Count -> 1
Log Warnings -> 33
Worst path depth -> 10
Syn avg cell area -> 8.99 um2
Clock Latency Late Sink -> 0.35 ns
Inserted Diodes -> 0
Critical path required time -> 6.14 ns
Fill count -> 1045
Clk slew on worst S/H paths -> 0.06 ns
CTS tree -> done
Worst Hold Class -> register to register
Arr. time, crit path -> 3.65 ns
CTS Hold Buffers Added -> 0
Cell Count, Final, Fillers Out -> 891
XOR Share, Synth -> 0.835%
Overflow after GRT -> 0
Area reported by Yosys stat -> 6300 um2
Pin count of the biggest net entering global routing -> 23
Placed Cells -> 875
Flip-flop and latch count after synthesis -> 82
-- report_power, final --
part	total (W)	switching [W]	internal, W
clock network	0.000601	0.000221	0.000380
registers	0.000635	0.0000471	0.000588
logic	0.000214	0.000109	0.000105
-- metrics by stage --
| stage | cell area [um2] | utilization (%) |
|---|---|---|
| after floorplan | 6300 | - |
| after global placement | 6680 | 54.9 |
| after detailed placement | 6680 | 54.9 |
| after CTS | 6990 | 57.5 |
| after global routing | 6990 | 57.5 |
| final | 6990 | 57.5 |
-- metal layers --
layer  part of all wire (%)  vias to the layer above  global-route usage, %
met2                     44                      333                   48.3
met4                    5.2                        0                   11.9
li1                       -                     2657                      -
met1                     40                     2662                   44.5
met3                     10                       90                   8.79
met5                      0                        -                      0
-- how the worst min path moves through the flow --
| stage | from | endpoint | slack [ns] | cells past startpoint |
|---|---|---|---|---|
| finish | bigger_found | bigger_found | 0.50 | 1 |
| global route | sum[4] | sum[4] | 0.52 | 2 |
| CTS | bigger_found | bigger_found | 0.50 | 1 |
-- cells in the mapped netlist, drive strengths merged, types with 2 or more instances --
cell type   n
nand2      65
o21ai      61
ha         60
inv        60
dfxtp      51
nor2       51
a21oi      34
edfxtp     28
nor3       25
mux4       24
nand3      24
nor2b      21
clkbuf     15
mux2i      14
buf        12
a31oi       9
a32oi       9
o221ai      9
o22ai       8
a21o        7
nand4       7
or3         7
a22oi       6
mux2        6
nand2b      6
a221oi      5
and3        5
xnor2       5
a221o       4
a222oi      4
nand3b      4
o21a        4
o31ai       4
o41ai       4
a21boi      3
a32o        3
dlxtn       3
nor3b       3
or2         3
a211o       2
and3b       2
o21bai      2
o22a        2
-- area by class of cell --
cell class	count	area, um2	area share, %
Clock buffer	12	246	3.53
Clock inverter	4	68.8	0.984
Timing Repair Buffer	35	335	4.80
Inverter	60	225	3.22
Sequential cell	82	1910	27.3
Multi-Input combinational cell	530	4000	57.2
Tap cell	168	210	3.01
-- logic make-up (layout without fill, tap and decap cells) --
logic type	count (synthesis)	after routing
buffers and inverters	88	111
AND/OR/NAND/NOR	231	231
XOR/XNOR	6	6
adder cells (fa/ha/maj)	61	61
AND-OR/OR-AND	188	188
multiplexers	44	44
flip-flops	79	79
latches	3	3
Power and IR drop assume default switching activity.
